## flow/config.mk

```make
export PLATFORM = sky130hd
export DESIGN_NAME = lmfe_med49
export DESIGN_NICKNAME = lmfe_med49
export VERILOG_FILES = /design/flow/design.v
export SDC_FILE = /design/flow/constraint.sdc
export NUM_CORES = 4
export LEC_CHECK = 1
export CORE_UTILIZATION = 50
```

## flow/constraint.sdc

```tcl
current_design lmfe_med49

set clk_period 6.1
set clk_io_pct 0.2

create_clock -name clk0 -period $clk_period [get_ports {clk}]

set non_clock_inputs [all_inputs -no_clocks]
set_input_delay [expr $clk_period * $clk_io_pct] -clock clk0 $non_clock_inputs
set_output_delay [expr $clk_period * $clk_io_pct] -clock clk0 [all_outputs]
```

## flow/design.v

```verilog
module lmfe_med49 (
	clk,
	RST,
	SEN,
	INS,
	DEL,
	MED
);
	input  clk;  
	input  RST;  
	input  SEN;  
	input  [7:0] INS;  
	input  [7:0] DEL;  
	output [7:0] MED;  
	wire [7:0] hold00, hold01, hold02, hold03, hold04, hold05, hold06, hold07, hold08, hold09,
		hold10, hold11, hold12, hold13, hold14, hold15, hold16, hold17, hold18, hold19,
		hold20, hold21, hold22, hold23, hold24, hold25, hold26, hold27, hold28, hold29,
		hold30, hold31, hold32, hold33, hold34, hold35, hold36, hold37, hold38, hold39,
		hold40, hold41, hold42, hold43, hold44, hold45, hold46, hold47, hold48;
	wire [7:0] w_INS, w_DEL;
	assign MED = hold24;
	assign w_INS = (SEN)? 255: INS;
	assign w_DEL = (SEN)? 255: DEL;
	COMPARE C00 (.clk(clk), .RST(RST), .INS(w_INS), .DEL(w_DEL), .PRE(8'h00), .NXT(hold01), .HOLD(hold00));
	COMPARE C01 (.clk(clk), .RST(RST), .INS(w_INS), .DEL(w_DEL), .PRE(hold00), .NXT(hold02), .HOLD(hold01));
	COMPARE C02 (.clk(clk), .RST(RST), .INS(w_INS), .DEL(w_DEL), .PRE(hold01), .NXT(hold03), .HOLD(hold02));
	COMPARE C03 (.clk(clk), .RST(RST), .INS(w_INS), .DEL(w_DEL), .PRE(hold02), .NXT(hold04), .HOLD(hold03));
	COMPARE C04 (.clk(clk), .RST(RST), .INS(w_INS), .DEL(w_DEL), .PRE(hold03), .NXT(hold05), .HOLD(hold04));
	COMPARE C05 (.clk(clk), .RST(RST), .INS(w_INS), .DEL(w_DEL), .PRE(hold04), .NXT(hold06), .HOLD(hold05));
	COMPARE C06 (.clk(clk), .RST(RST), .INS(w_INS), .DEL(w_DEL), .PRE(hold05), .NXT(hold07), .HOLD(hold06));
	COMPARE C07 (.clk(clk), .RST(RST), .INS(w_INS), .DEL(w_DEL), .PRE(hold06), .NXT(hold08), .HOLD(hold07));
	COMPARE C08 (.clk(clk), .RST(RST), .INS(w_INS), .DEL(w_DEL), .PRE(hold07), .NXT(hold09), .HOLD(hold08));
	COMPARE C09 (.clk(clk), .RST(RST), .INS(w_INS), .DEL(w_DEL), .PRE(hold08), .NXT(hold10), .HOLD(hold09));
	COMPARE C10 (.clk(clk), .RST(RST), .INS(w_INS), .DEL(w_DEL), .PRE(hold09), .NXT(hold11), .HOLD(hold10));
	COMPARE C11 (.clk(clk), .RST(RST), .INS(w_INS), .DEL(w_DEL), .PRE(hold10), .NXT(hold12), .HOLD(hold11));
	COMPARE C12 (.clk(clk), .RST(RST), .INS(w_INS), .DEL(w_DEL), .PRE(hold11), .NXT(hold13), .HOLD(hold12));
	COMPARE C13 (.clk(clk), .RST(RST), .INS(w_INS), .DEL(w_DEL), .PRE(hold12), .NXT(hold14), .HOLD(hold13));
	COMPARE C14 (.clk(clk), .RST(RST), .INS(w_INS), .DEL(w_DEL), .PRE(hold13), .NXT(hold15), .HOLD(hold14));
	COMPARE C15 (.clk(clk), .RST(RST), .INS(w_INS), .DEL(w_DEL), .PRE(hold14), .NXT(hold16), .HOLD(hold15));
	COMPARE C16 (.clk(clk), .RST(RST), .INS(w_INS), .DEL(w_DEL), .PRE(hold15), .NXT(hold17), .HOLD(hold16));
	COMPARE C17 (.clk(clk), .RST(RST), .INS(w_INS), .DEL(w_DEL), .PRE(hold16), .NXT(hold18), .HOLD(hold17));
	COMPARE C18 (.clk(clk), .RST(RST), .INS(w_INS), .DEL(w_DEL), .PRE(hold17), .NXT(hold19), .HOLD(hold18));
	COMPARE C19 (.clk(clk), .RST(RST), .INS(w_INS), .DEL(w_DEL), .PRE(hold18), .NXT(hold20), .HOLD(hold19));
	COMPARE C20 (.clk(clk), .RST(RST), .INS(w_INS), .DEL(w_DEL), .PRE(hold19), .NXT(hold21), .HOLD(hold20));
	COMPARE C21 (.clk(clk), .RST(RST), .INS(w_INS), .DEL(w_DEL), .PRE(hold20), .NXT(hold22), .HOLD(hold21));
	COMPARE C22 (.clk(clk), .RST(RST), .INS(w_INS), .DEL(w_DEL), .PRE(hold21), .NXT(hold23), .HOLD(hold22));
	COMPARE C23 (.clk(clk), .RST(RST), .INS(w_INS), .DEL(w_DEL), .PRE(hold22), .NXT(hold24), .HOLD(hold23));
	COMPARE C24 (.clk(clk), .RST(RST), .INS(w_INS), .DEL(w_DEL), .PRE(hold23), .NXT(hold25), .HOLD(hold24));
	COMPARE C25 (.clk(clk), .RST(RST), .INS(w_INS), .DEL(w_DEL), .PRE(hold24), .NXT(hold26), .HOLD(hold25));
	COMPARE C26 (.clk(clk), .RST(RST), .INS(w_INS), .DEL(w_DEL), .PRE(hold25), .NXT(hold27), .HOLD(hold26));
	COMPARE C27 (.clk(clk), .RST(RST), .INS(w_INS), .DEL(w_DEL), .PRE(hold26), .NXT(hold28), .HOLD(hold27));
	COMPARE C28 (.clk(clk), .RST(RST), .INS(w_INS), .DEL(w_DEL), .PRE(hold27), .NXT(hold29), .HOLD(hold28));
	COMPARE C29 (.clk(clk), .RST(RST), .INS(w_INS), .DEL(w_DEL), .PRE(hold28), .NXT(hold30), .HOLD(hold29));
	COMPARE C30 (.clk(clk), .RST(RST), .INS(w_INS), .DEL(w_DEL), .PRE(hold29), .NXT(hold31), .HOLD(hold30));
	COMPARE C31 (.clk(clk), .RST(RST), .INS(w_INS), .DEL(w_DEL), .PRE(hold30), .NXT(hold32), .HOLD(hold31));
	COMPARE C32 (.clk(clk), .RST(RST), .INS(w_INS), .DEL(w_DEL), .PRE(hold31), .NXT(hold33), .HOLD(hold32));
	COMPARE C33 (.clk(clk), .RST(RST), .INS(w_INS), .DEL(w_DEL), .PRE(hold32), .NXT(hold34), .HOLD(hold33));
	COMPARE C34 (.clk(clk), .RST(RST), .INS(w_INS), .DEL(w_DEL), .PRE(hold33), .NXT(hold35), .HOLD(hold34));
	COMPARE C35 (.clk(clk), .RST(RST), .INS(w_INS), .DEL(w_DEL), .PRE(hold34), .NXT(hold36), .HOLD(hold35));
	COMPARE C36 (.clk(clk), .RST(RST), .INS(w_INS), .DEL(w_DEL), .PRE(hold35), .NXT(hold37), .HOLD(hold36));
	COMPARE C37 (.clk(clk), .RST(RST), .INS(w_INS), .DEL(w_DEL), .PRE(hold36), .NXT(hold38), .HOLD(hold37));
	COMPARE C38 (.clk(clk), .RST(RST), .INS(w_INS), .DEL(w_DEL), .PRE(hold37), .NXT(hold39), .HOLD(hold38));
	COMPARE C39 (.clk(clk), .RST(RST), .INS(w_INS), .DEL(w_DEL), .PRE(hold38), .NXT(hold40), .HOLD(hold39));
	COMPARE C40 (.clk(clk), .RST(RST), .INS(w_INS), .DEL(w_DEL), .PRE(hold39), .NXT(hold41), .HOLD(hold40));
	COMPARE C41 (.clk(clk), .RST(RST), .INS(w_INS), .DEL(w_DEL), .PRE(hold40), .NXT(hold42), .HOLD(hold41));
	COMPARE C42 (.clk(clk), .RST(RST), .INS(w_INS), .DEL(w_DEL), .PRE(hold41), .NXT(hold43), .HOLD(hold42));
	COMPARE C43 (.clk(clk), .RST(RST), .INS(w_INS), .DEL(w_DEL), .PRE(hold42), .NXT(hold44), .HOLD(hold43));
	COMPARE C44 (.clk(clk), .RST(RST), .INS(w_INS), .DEL(w_DEL), .PRE(hold43), .NXT(hold45), .HOLD(hold44));
	COMPARE C45 (.clk(clk), .RST(RST), .INS(w_INS), .DEL(w_DEL), .PRE(hold44), .NXT(hold46), .HOLD(hold45));
	COMPARE C46 (.clk(clk), .RST(RST), .INS(w_INS), .DEL(w_DEL), .PRE(hold45), .NXT(hold47), .HOLD(hold46));
	COMPARE C47 (.clk(clk), .RST(RST), .INS(w_INS), .DEL(w_DEL), .PRE(hold46), .NXT(hold48), .HOLD(hold47));
	COMPARE C48 (.clk(clk), .RST(RST), .INS(w_INS), .DEL(w_DEL), .PRE(hold47), .NXT(8'hff), .HOLD(hold48));
	endmodule
	module COMPARE (clk, RST, INS, DEL, PRE, NXT, HOLD);
	input clk;  
	input RST;  
	input [7:0] INS;  
	input [7:0] DEL;  
	input [7:0] PRE;  
	input [7:0] NXT;  
	output reg [7:0] HOLD;  
	reg [7:0] n_HOLD;
	always @ (posedge clk, posedge RST) begin
		if (RST) begin
			HOLD <= 8'hff;
		end else begin
			HOLD <= n_HOLD;
		end
	end
	always @ * begin
		n_HOLD = HOLD;
		if (INS<DEL) begin
			if (HOLD>INS && HOLD<=DEL && PRE>INS) begin
				n_HOLD = PRE;
			end else if (HOLD>INS && HOLD<=DEL && PRE<=INS) begin
				n_HOLD = INS;
			end
		end else if (INS>DEL) begin
			if (HOLD<INS && HOLD>=DEL && NXT<INS) begin
				n_HOLD = NXT;
			end else if (HOLD<INS && HOLD>=DEL && NXT>=INS) begin
				n_HOLD = INS;
			end
		end
	end
	endmodule
```

## flow/run.sh

```bash
#!/bin/bash
# OpenROAD 26Q1-2900-gdf79404cd8, Yosys 0.63+post, stock flow scripts
make -C /OpenROAD-flow-scripts/flow DESIGN_CONFIG=/design/flow/config.mk WORK_HOME=/design/flow/orfs finish
```

==> results.yml <==
# implementation run metrics
critical_path:
  crit_type: "input port to flip-flop"
  worstPathArrival_ns: 5.17
  timing.critical_path.buf_inv: 3
  critPathCaptureType: "flip-flop"
  cp_slowest_cell: "clkdlybuf4s50_1"
  required_ns: 6.65
  cpPeakStageDelay_ns: 0.44
  path_common_cell: "buf_4"
  cp_top_family: "simple AND/OR/NAND/NOR gates"
  worstSetupStartpointType: "input port"
  crit_chain: "clkdlybuf4s50_1 > nor2_4 > ha_1 > nand4_1 > a211o_1 > o221a_2 > and2_4 > buf_4 > buf_4 > nand2_1 > and2_1 > o41ai_1"
  path_max_fanout: 26
timing:
  slew_headroom_pct: 33.5
  worst_slack_ns: 1.48
  skew_ns: 0.0246
  rsz0062_at_grt: "no"
  setup_viol: 0
  tightestPinTransition_ns: 0.986
  fmax_ghz: 0.216
  finalHoldViolCount: 0
  period_needed_ns: 4.62
  final.setup.tns_ns: 0
  post-route-period-util_pct: 75.8
  finalMaxSlewViolations: 0
cts:
  cts_buffer_depth: 3
  post_cts_resized: 0
  clock_latency_ns: 0.66
  clock-root-buffer: "clkbuf_16"
  post_cts_buffers: 0
  cts_buffers: 52
  postCtsHoldBufs: 0
  cts.clk_slew.worst_paths_ns: 0.06
  htreeDepth: 2
  tritoncts: "built"
  clock_sinks: 392
drt:
  drt-initial-drc-count: 3523
  avgViaCountPerCell: 6.79
  ant_nets: 0
  routed_wl_um: 175000
  drc_errors: 0
  first_pass_iters: 6
  wl_met2_um: 77900
  wire_per_inst_um: 27.3
  dr.max_layer_used: "met5"
  route.vias.total: 43600
  met1_length_um: 74100
  wl_met3_um: 15200
yosys:
  synth-edff-count: 0
  async_reset_ff_share_pct: 100
  ys_cells: 5350
  synth_seq_share_pct: 22.4
  area_leaders: "dfstp_2, ha_1, mux2i_1, a21oi_1, nand2_1"
  synth_area_per_cell_um2: 8.59
  ff_type: "dfstp_2"
  yosys_area_um2: 46000
  netlist_area_um2: 46000
  ys_types: 124
  top_area_share_pct: 22.4
  syn_inst: 5350
  ys_ff: 392
  yosysTopAreaCell: "dfstp_2"
  ys_warn_count: 1
floorplan:
  dieHeight_um: 305
  io_pins: 27
  die-area_um2: 93100
  rows: 110
  coreArea_um2: 90600
  die_w_um: 305
  initCoreUtil_pct: 50.7
placed_design:
  finalWeightedCongestion: 0.985
  pre_cts_slack_ns: 0.898
  place_hpwl_um: 118000
  port_buffers: 26
  post-place-cells: 6322
outcome:
  run_status: "finished, final reports clean"
flow_run:
  maxCapViolations: 0
  tool_warnings: 28
grt:
  gr-total-overflow: 0
  grt_pass1_vias: 41900
  antenna_found_initial: 4
  grt_pass1_wl_um: 266000
  grt_usage_pct: 38.4
  grt_max_degree: 103
worst_hold_path:
  min_path_type: "flip-flop to flip-flop"
final_layout:
  syn_to_final_growth_pct: 6.68
  mostFrequentLayoutCell: "ha_1"
  fin_cells: 6416
  final_cell_mix: "ha_1, nand2_1, dfstp_2, a21oi_1, nor2_1"
  drive_above_1_share_pct: 18.3
power_and_ir_drop:
  power_leakage_nw: 20.6
  p_per_area_nw_per_um2: 437
  worst_ir_drop_vdd_v: 0.000306
==> Yosys cell counts, drive strengths merged (120+ instances only) <==
master	instances
nor2	348
nand2	435
dfstp	392
buf	153
mux2i	254
a21oi	349
o21ai	315
nor3	180
ha	594
clkbuf	215
o21a	120
inv	171
mux2	153
==> worst paths after layout <==
kind                        startpoint          end  slack [ns]  depth (start not counted)
hold / removal             C46.HOLD[0]  C46.HOLD[0]        0.47                          2
min in group asynchronous          RST  C13.HOLD[5]        1.11                          2
setup reg to reg           C35.HOLD[5]  C35.HOLD[1]        2.63                          9
max in group asynchronous          RST  C28.HOLD[1]        3.64                          4
hold reg to reg            C46.HOLD[0]  C46.HOLD[0]        0.47                          2
setup / recovery                DEL[5]  C30.HOLD[1]        1.48                         12
==> routing by layer <==
layer	vias to the layer above	track usage, %
met3	486	8.16
met5	-	0
met2	1857	58.6
met1	20900	54.1
met4	6	14.9
li1	20300	-
==> stage by stage <==
step	cell area (um^2)	hold slack, ns	util [%]	total power [mW]
after detailed placement	47400	0.471	52.4	18.1
after CTS	49000	0.480	54.1	21.2
final	49000	0.472	54.1	21.4
after global placement	47400	0.459	52.4	18.0
after global routing	49000	0.521	54.1	23.0
after floorplan	46000	0.448	-	14.6
==> worst register-to-register path, delay by kind of cell (launching register included) <==
kind | cells | cell delay (ns)
AND-OR/OR-AND | 7 | 2.11
multiplexers | 1 | 0.40
adder cells (fa/ha/maj) | 1 | 0.28
flip-flops | 1 | 0.63
==> cells by family (layout without fill, tap and decap cells) <==
family / Yosys count / after routing / share of synthesized area, %
buffers and inverters: 539 / 425 / 5.12
other: 0 / 4 / 0
adder cells (fa/ha/maj): 656 / 656 / 17.5
flip-flops: 392 / 392 / 22.4
multiplexers: 407 / 407 / 9.28
AND/OR/NAND/NOR: 1520 / 1520 / 17.1
AND-OR/OR-AND: 1752 / 1752 / 27.0
XOR/XNOR: 84 / 84 / 1.60
==> where the power goes <==
part           internal [mW]  switching (mW)  total [mW]
registers               4.74            2.57        7.31
logic                   4.80            6.26        11.1
clock network           1.71            1.33        3.04
==> area by class of cell <==
| cell class | instances | area (um^2) |
|---|---|---|
| Inverter | 171 | 654 |
| Fill cell | 8198 | 41500 |
| Tap cell | 1176 | 1470 |
| Clock buffer | 76 | 1520 |
| Multi-Input combinational cell | 4419 | 33400 |
| Sequential cell | 392 | 10300 |
| Timing Repair Buffer | 164 | 1560 |
| Clock inverter | 14 | 72.6 |
| Antenna cell | 4 | 10.0 |
Power figures rest on the tool's default switching activity, not on a simulated workload.
