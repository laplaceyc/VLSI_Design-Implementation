==> flow/design.v <==
module lab03_pingpong(
clk,
rst_n,
out,
max,
min,
hold,
flip,
dir,
mode);
parameter width = 4;
parameter [4-1:0] lower_bound = 0;
parameter [4-1:0] upper_bound = 16;
input clk,rst_n,hold,flip;
input [1:0] mode;
output [4-1:0] out;
output dir;
output max,min;
reg [4-1:0] result;
reg direction;
wire [4-1:0] expression;
assign out = result;
assign dir = direction;
assign max = (result == 16) ? 1: 0;
assign min = (result == 0) ? 1: 0;
assign expression = (hold) ? result:		
	                (mode == 2'b00 && result  < 16) ? result + 1:
	                (mode == 2'b00 && result == 16) ? 0:
	                (mode == 2'b01 && result  > 0) ? result-1:
	                (mode == 2'b01 && result == 0) ? 16:
	                (dir == 0 && result < 16)       ? result + 1:
                    (dir == 0 && result == 16)      ? 0:
                    (dir == 1 && result > 0)       ? result - 1:
                    (dir == 1 && result == 0)      ? 16: 0;	 
always @(posedge clk or negedge rst_n) begin
    if(!rst_n) begin 
        result <= 0; 
		direction <= 1'b0; 
	end else begin 
			result <= expression;
			if(mode==2'b00)begin
                direction<=0;
            end else if(mode==2'b01)begin
                direction<=1;
            end else begin
                if(expression==0) begin   
                direction<=0;           
                end else if(expression==16) begin
                direction<=1;
                end else if(flip==1) begin
                direction<=~direction;                
                end else begin
                direction<=direction;
                end
            end
		end 
	end 
endmodule
==> flow/run.sh <==
#!/bin/bash
# OpenROAD 26Q1-2900-gdf79404cd8, Yosys 0.63+post, stock flow scripts
make -C /OpenROAD-flow-scripts/flow DESIGN_CONFIG=/design/flow/config.mk WORK_HOME=/design/flow/orfs finish
==> flow/config.mk <==
export PLATFORM = sky130hd
export DESIGN_NAME = lab03_pingpong
export DESIGN_NICKNAME = lab03_pingpong
export VERILOG_FILES = /design/flow/design.v
export SDC_FILE = /design/flow/constraint.sdc
export NUM_CORES = 4
export LEC_CHECK = 1
export CORE_AREA = 10 10 70 70
export DIE_AREA = 0 0 80 80
==> flow/constraint.sdc <==
current_design lab03_pingpong

set clk_period 2.6
set clk_io_pct 0.2

create_clock -name clk0 -period $clk_period [get_ports {clk}]

set non_clock_inputs [all_inputs -no_clocks]
set_input_delay [expr $clk_period * $clk_io_pct] -clock clk0 $non_clock_inputs
set_output_delay [expr $clk_period * $clk_io_pct] -clock clk0 [all_outputs]
==> results.toml <==
# yosys + openroad results
[outcome]
status = "finished clean"

[clock_tree]
clk_latency_ns = 0.24
cts_tree = "done"
path_clk_slew_ns = 0.04
h-tree-depth = 1
clock_path_buffers = 2
post-cts-setup-buffers = 0
cts.sinks = 5
post_cts_resized = 0
postCtsHoldBufs = 0
root_buffer = "clkbuf_4"
numCtsBuffers = 3

[placement]
gp_congestion = 0.750
numPlacedInstances = 98
io_buffers = 11
place_ws_ns = 0.0581
hpwl_um = 786

[route]
diodes = 0
viasPerCell = 3.45
routed_wl_um = 936
wire_per_inst_um = 9.18
vias = 352
first_iter_violations = 33
first_pass_iters = 2
antenna_left = 0
drc = 0

[power]
leakage_nw = 0.233
p_per_area_mw_per_mm2 = 840
ir_drop_uv = 282

[cells_and_area]
lay_top_cells = "clkdlybuf4s50_1 (11), inv_1 (5), dfrtp_1 (5)"
mostFrequentLayoutCell = "clkdlybuf4s50_1"
fin_util_pct = 16.5
layout-drive-gt1-share_pct = 12.5
area_growth_pct = 50.8
final_cells = 102

[hold_path]
hp-class = "input port to asynchronous set/reset pin"

[worst_setup_path]
reg2reg_from = "result[0]$_DFF_PN0_"
worstSetupEndpointType = "output port"
cp-startpoint = "result[0]$_DFF_PN0_"
critPathRequiredTime_ns = 2.08
start_kind = "register"
path_max_fanout = 6
worstPathArrival_ns = 1.80
reg2reg_setup_slack_ns = 0.54
r2r_cells = 7
worstSetupPathType = "register to output port"

[synthesis]
yosys_area_sq_um = 374
syn_area_per_cell_sq_um = 8.91
netlist.area_leader.share_pct = 33.4
synth_cell_types = 23
top_area_cell = "dfrtp_1"
yosys-top-cells-area = "dfrtp_1 (33%), mux2i_1 (8.0%), ha_1 (6.7%)"
synth_seq_share_pct = 33.4
ys_cells = 42
netlist_area_sq_um = 374
yosys_warnings = 1
synthCells = 42
ys.flops = 5

[grt]
grt_pass1_wl_um = 1380
grt_pass1_vias = 319
antenna_found_initial = 0
grt_use_met2_pct = 3.93
met3_usage_pct = 2.16
busiest_layer = "met2"
grt_overflow = 0
track_usage_pct = 2.74
grt_use_met1_pct = 3.14
grt_max_degree = 10

[die]
die_area_sq_mm = 0.00640
die_y_um = 80
coreArea_sq_mm = 0.00342
ios = 13
fp_util_pct = 11.0
fp.dieW_um = 80
num_rows = 21

[sta]
max_freq_ghz = 0.432
rsz0062_at_grt = "false"
setup_tns_ns = 0
hold_viol = 0
min_period_ns = 2.32
fin_worst_skew_ns = 0.00214
finalSetupViolCount = 0
slew_viol_final = 0
finalClockPeriodUsage_pct = 89.1
fin_ws_ns = 0.284

[job]
warning_count = 26
maxCapViolations = 0
## critical path: stages, from the launching register on
cell and delay, ns:
dfrtp_1 0.43, inv_1 0.11, ha_1 0.19, inv_1 0.08, nor3_1 0.23, clkdlybuf4s50_1 0.51
## registers in the layout, indices dropped and copies added (netlist names)
register,count
direction,1
result,4
## cells in the mapped netlist (all sizes together)
library cell and instances:
inv 5, or3 2, a32oi 1, dfrtp 5
a22o 1, conb 1, ha 2, nor2 4
a21oi 2, buf 2, xnor2 1, nand2 2
o31a 1, a21o 1, nor2b 2, a22oi 1
mux2 1, o41a 1, mux2i 4, nor3 3
## per-stage QoR
stage                     total power [mW]  cell area [sq um]  hold slack (ns)
final                                0.474                564            0.509
after global routing                 0.523                564            0.502
after CTS                            0.485                564            0.501
after detailed placement             0.391                538            0.621
after global placement               0.387                538            0.619
after floorplan                      0.270                374            0.224
## path summary, 6_finish.rpt
| path | end |
|---|---|
| setup / recovery | min |
| hold / removal | result[0]$_DFF_PN0_ |
| setup reg to reg | direction$_DFFE_PN0P_ |
| hold reg to reg | result[0]$_DFF_PN0_ |
| max in group asynchronous | direction$_DFFE_PN0P_ |
| min in group clk0 | result[0]$_DFF_PN0_ |
## kinds of logic (layout without fill, tap and decap cells)
| kind of cell | after synthesis | after routing | synth area share (%) |
|---|---|---|---|
| DFF | 5 | 5 | 33.4 |
| other | 1 | 1 | 1.00 |
| and+or+nand+nor | 13 | 13 | 17.1 |
| xor gates and xnor gates | 1 | 1 | 2.34 |
| AOI/OAI and AO/OA | 8 | 8 | 16.7 |
| adders and majority gates | 2 | 2 | 6.69 |
| muxes | 5 | 5 | 14.7 |
| buffers and inverters | 7 | 21 | 8.03 |
## power by group
group | switching, mW | internal (mW) | leakage [nW]
Combinational | 0.0851 | 0.140 | 0.159
Sequential | 0.0509 | 0.110 | 0.0596
Clock | 0.0304 | 0.0579 | 0.0150
## layout make-up
cell class,instances,area (sq um)
fill,389,2850
multi-input combinational,30,219
sequential,5,125
timing repair buffer,12,118
tap,46,57.6
clock buffer,4,26.3
inverter,5,18.8
## per-layer routing
layer	share of wire, %	up-vias
met5	0	-
met4	1.4	0
met3	9.7	2
met2	42	10
met1	47	165
li1	-	175
Power figures rest on the tool's default switching activity, not on a simulated workload.
